### /design/flow/config.mk
export PLATFORM = sky130hd
export DESIGN_NAME = TwoToOneMux
export DESIGN_NICKNAME = TwoToOneMux
export VERILOG_FILES = /design/flow/design.v
export SDC_FILE = /design/flow/constraint.sdc
export NUM_CORES = 4
export LEC_CHECK = 1
export CORE_AREA = 10 10 70 70
export DIE_AREA = 0 0 80 80
### /design/flow/run.sh
#!/bin/bash
# OpenROAD 26Q1-2900-gdf79404cd8, Yosys 0.63+post, stock flow scripts
make -C /OpenROAD-flow-scripts/flow DESIGN_CONFIG=/design/flow/config.mk WORK_HOME=/design/flow/orfs finish
### /design/flow/design.v
`timescale 1ns / 1ps
module TwoToOneMux(
input logic [15:0] a, b,
input logic sel_mux,
output logic [15:0] out
    );
    always_comb
        if (sel_mux)
            out = b;
        else
            out = a;
endmodule
### /design/flow/constraint.sdc
current_design TwoToOneMux

set clk_period 1.0
set clk_io_pct 0.2

create_clock -name clk0 -period $clk_period

set non_clock_inputs [all_inputs -no_clocks]
set_input_delay [expr $clk_period * $clk_io_pct] -clock clk0 $non_clock_inputs
set_output_delay [expr $clk_period * $clk_io_pct] -clock clk0 [all_outputs]
==> reports/results.env <==
SETUP_VIOL=16
GRT_UTIL_MET2_PCT=4.49
TIMING.HOLD.WORST.CLASS='primary input to output pin'
GR-USAGE-MET3_PCT=3.30
PLACEDCELLCOUNT=112
VIA_DENSITY=3.18
PLACE.GP.CONGESTION=0.815
SYN_AREA_SQ_UM=249
MAX_SLEW_MARGIN_PCT=95.3
WORSTSETUPPATHTYPE='primary input to output pin'
CLOCK_TREE_BUFFER_COUNT_OF_THE_FINAL_LAYOUT=0
PERIOD_USED_PCT=106
POSTROUTEANTENNANETS=0
NUMBER_OF_ANTENNA_VIOLATIONS_AT_THE_FIRST_CHECK_IN_GLOBAL_ROUTING=0
FIRST_GLOBAL_VIAS=430
SYNTH.AVG_CELL_AREA_SQ_UM=13.8
GRT_MAX_DEGREE=9
SYNTH.TOP_CELL.AREA_SHARE_PCT=60.3
MAXCLOCKFREQUENCY_MHz=947
YOSYS-STAT-AREA_SQ_UM=249
POST_SYNTH_XOR_AREA_FRACTION_PCT=0
YOSYS-STAT-CELLS=18
HOLD_VIOL=0
FINAL_CELLS=113
IOS=49
WARNING_COUNT=34
POST-CTS-SETUP-BUFFERS=0
DIE_WIDTH_UM=80
POST-LAYOUT-TOTAL-POWER_uW=301
MEASURED_SLEW_AT_THE_WORST_SLEW_CHECK_PIN_NS=0.0710
YOSYS-TOP-CELLS-AREA='sky130_fd_sc_hd__mux2_4, sky130_fd_sc_hd__mux2_2, sky130_fd_sc_hd__buf_12, sky130_fd_sc_hd__buf_6'
MIN_PERIOD_NS=1.06
TIMING.CRITICAL_PATH.FROM_TYPE='primary input'
GRTUSAGEMET1_PCT=6.39
MOST_COMMON_CELL='sky130_fd_sc_hd__mux2_4'
SYNTH_TOP_CELL_BY_AREA='sky130_fd_sc_hd__mux2_4'
VIAS=359
CHIP_AREA_SQ_UM=6400
ARRIVAL_TIME_AT_THE_WORST_ENDPOINT_NS=0.86
GRT_BUSIEST_LAYER='met1'
GRT_OVERFLOW=0
WORST_SLACK_NS=-0.0564
MAX-CAP-VIOLATIONS=0
DRT_PASS1_ITERATIONS=2
PWR_DENSITY_CELL_nW_PER_UM2=379
FINALWIRELENGTH_MM=1.41
YOSYS.AREA_SHARE.ADDER_PCT=0
SYNTH.CELLMIX.COMPOUNDSHARE_PCT=0
IR_DROP_mV=0.151
FINAL-MAX-SLEW-VIOLATION-COUNT=0
GLOBAL_ROUTE.USAGE.TOTAL_PCT=4.20
PLACED_AREA_SQ_UM=786
YOSYS.AREA_SHARE.SIMPLE_PCT=0
SEQ_AREA_SQ_UM=0
CP_SLOWEST_STAGE_DELAY_NS=0.30
ROUTE.DETAILED.WL_PER_INST_UM=12.4
FLOORPLAN.CORE_AREA_SQ_UM=3420
CRIT_PATH_TOP_DELAY_CELL='sky130_fd_sc_hd__mux2_4'
DIE_H_UM=80
CORE.ROWCOUNT=21
PORTBUFFERS=49
FRACTION_OF_THE_YOSYS_AREA_TAKEN_BY_SEQUENTIAL_CELLS_PCT=0
YS.WARNINGS.COUNT=1
STDCELL_AREA_SQ_UM=795
GRT_PASS1_WL_MM=2.19
POWER.LEAKAGE_uW=0.000417
INITIALDRTVIOLATIONCOUNT=2
WORSTPATHCELLLIST='buf_12 > buf_12 > mux2_4 > buf_6'
SYNTHESIS.INSTANCES=18
DRCVIOLATIONCOUNT=0
TALLY_OF_UNIQUE_SKY130HD_CELLS_USED_AFTER_SYNTHESIS=4
FF_COUNT=0
PLACE.DETAILED.HPWL_MM=1.22
STATUS='finished, violations left'
INSERTEDDIODECOUNT=0
REQUIRED_TIME_WORST_ENDPOINT_NS=0.80
CORE_UTIL_FLOORPLAN_PCT=7.29
LAYOUT-AREA-OVERHEAD-VS-SYNTH_PCT=219
POST_ROUTE_CELLS_DRIVE_ABOVE_1_SHARE_PCT=52.2
CRITPATHCAPTURETYPE='output pin'
GRT_SETUP_UNREPAIRED='yes'
FAILED_CHECKS='negative setup slack'
CTSHOLDBUFFERS=0
YOSYS-DOMINANT-COMB-FAMILY='multiplexers'
MUX_AREA_SHARE_PCT=87.4
CRITPATHMAXFANOUT=8
PRE_CTS_WS_NS=-0.853
YOSYS-TOP-CELLS-COUNT='sky130_fd_sc_hd__mux2_4, sky130_fd_sc_hd__mux2_2, sky130_fd_sc_hd__buf_12, sky130_fd_sc_hd__buf_6'
CRITICAL-PATH-TOP-CELL-BY-COUNT='sky130_fd_sc_hd__buf_12'
[worst max-delay path, delay by kind of cell]
family	cells	cell delay, ns
buffers and inverters	3	0.36
muxes	1	0.30
[layout make-up]
cell class | instances | area [sq um]
multi-input cells | 16 | 240
fillers | 374 | 2620
well taps | 46 | 57.6
repair buffers | 51 | 497
[power breakdown]
group	leakage [uW]	switching [uW]	total [uW]	internal (uW)
combinational	0.000417	67.4	301	234
sequential	0	0	0	0
clock	0	0	0	0
[per-layer routing]
metal	up-vias	routed length, um
li1	167	-
met1	143	738
met2	49	337
met3	0	329
met4	0	0
met5	-	0
[logic make-up after synthesis]
group	Yosys count
multiplexers	16
buffers and inverters	2
[metrics by stage]
| stage | util (%) | TNS [ns] | hold slack (ns) |
|---|---|---|---|
| 3_3_place_gp | 23.0 | -13.02 | 1.44 |
| 3_5_place_dp | 23.0 | -13.23 | 1.44 |
| 4_1_cts | 22.3 | -0.874 | 0.801 |
| 5_1_grt | 23.3 | -1.08 | 0.812 |
| 2_1_floorplan | - | 0 | 0.498 |
| 6_report | 23.3 | -0.817 | 0.794 |
[worst paths after layout]
| check | endpoint | slack, ns | startpoint | cells past startpoint |
|---|---|---|---|---|
| worst min-delay path | out[5] | 0.79 | a[5] | 3 |
| worst max-delay path | out[14] | -0.06 | sel_mux | 4 |
[timing repair]
| item | CTS | global route |
|---|---|---|
| endpoints found under the setup margin | 16 | 16 |
| gates resized | 102 | 5 |
| cloned | 1 | 0 |
| pin swaps | 0 | 0 |
[cells in the final DEF (no fill, tap or decap), drive strengths merged]
cell and count:
buf 19, mux2 16, dlygate4sd2 32
Power and IR drop assume default switching activity.
