### flow/design.v
`timescale 1ns / 1ps
module regfile(
input logic rst, clk, wr_en,
input logic [2:0] rd0_addr, rd1_addr, wr_addr,
input logic [15:0] wr_data,
output logic [15:0] rd0_data, rd1_data);
    reg [15:0] mem [0:7];
    always @ (posedge clk)
    begin
        if (rst)
            for (int i = 0; i < 16; i = i + 1)
                begin
                    mem[i] <= 0;
                end
       else if (wr_en)
        mem[wr_addr] = wr_data;
       else if (!wr_en)
        rd0_data = mem[rd0_addr];
        rd1_data = mem[rd1_addr];
    end
endmodule
### flow/run.sh
#!/bin/bash
# OpenROAD 26Q1-2900-gdf79404cd8, Yosys 0.63+post, stock flow scripts
make -C /OpenROAD-flow-scripts/flow DESIGN_CONFIG=/design/flow/config.mk WORK_HOME=/design/flow/orfs finish
### flow/config.mk
export PLATFORM = sky130hd
export DESIGN_NAME = regfile
export DESIGN_NICKNAME = regfile
export VERILOG_FILES = /design/flow/design.v
export SDC_FILE = /design/flow/constraint.sdc
export NUM_CORES = 4
export LEC_CHECK = 1
export CORE_UTILIZATION = 40
### flow/constraint.sdc
current_design regfile

set clk_period 4.9
set clk_io_pct 0.2

create_clock -name clk0 -period $clk_period [get_ports {clk}]

set non_clock_inputs [all_inputs -no_clocks]
set_input_delay [expr $clk_period * $clk_io_pct] -clock clk0 $non_clock_inputs
set_output_delay [expr $clk_period * $clk_io_pct] -clock clk0 [all_outputs]
==> results.cfg <==
; generated from flow reports
[timing]
fin_tns_setup_ps = 0
hold_viol_final = 0
fin_crit_ps = 3260
slew-limit-headroom = 0.433
max_freq_mhz = 307
setup_viol_count_final = 0
rsz0062_at_grt = no
slew_violations = 0
fin_skew_ps = 5.39
period_used_share = 0.665
worst_pin_slew_ps = 850

[drt]
wl_met2_um = 10000
num_vias = 6157
wl_met3_um = 1720
drc = 0
ant_nets = 0
top_layer = met4
wire_per_inst_um = 20.8
diodes = 0
met1_length_um = 9700
wl_um = 22000
first_iter_violations = 652
drtPass1Iterations = 5
avgViaCountPerCell = 5.83

[final_layout]
layout.cells.most_common = nor2_1
drive_gt1_frac = 0.0931
final_cell_area_um2 = 8550
final_cell_mix = 159 x nor2_1, 144 x dfxtp_1, 120 x mux2i_1, 57 x o22ai_1, 57 x clkdlybuf4s50_1
area_growth_pct = 16.5

[setup_path]
path_class = input port to flip-flop
start_kind = input port
critPathArrivalTime_ps = 3550
critPathRequiredTime_ps = 5190
r2r_setup_slack_ps = 3460
end_kind = flip-flop
crit_fanout = 10

[logic_synthesis]
yosys_area_um2 = 7340
ys_warn_count = 2
synth-edff-count = 16
synth_seq_share = 0.458
synth_area_um2 = 7340
syn_avg_cell_area_um2 = 9.28
ys_async_sr_fraction = 0
yosysCellCount = 791
synth-seq-cells = 160
ys.flop_type = dfxtp_1
netlist_instances = 791
ys_types = 41

[clocking]
ctsHoldBuffers = 0
cts_resized = 0
clkTransAtPathRegs_ps = 60
clock-sinks = 160
cts_htree_levels = 4
clock-root-buffer = clkbuf_16
clock_latency_ps = 430
post_cts_buffers = 0
cts_tree = done
cts_buffers = 17
clock_path_buffers = 2

[min_path]
worstHoldPathType = flip-flop to flip-flop

[grt]
grt_overflow_total = 0
grt_pass1_vias = 5774
grt_max_degree = 73
track_usage = 0.247
grt_pass1_wl_um = 33300
grt_antenna_before_repair = 0

[placed_design]
gp_congestion = 0.857
placed_cell_area_um2 = 7980
port-buffer-count = 59
dp_hpwl_um = 12700

[power]
irDropWorstVdd_mv = 0.228
power.density_nw_per_um2 = 343
p_leak_nw = 3.45

[flow_run]
warnings = 25
cap_violations = 0

[floorplan]
fp.dieH_um = 137
row_count = 49
die_w_um = 137
chipArea_um2 = 18900
core-area_um2 = 18000
initCoreUtil = 0.409
ios = 60

[run_status]
status = finished, final reports clean
-- critical path, cell delays in order --
cell and delay (ps):
clkdlybuf4s50_1 680, nand4_2 590, buf_4 430, mux2i_1 260, o22ai_1 120, nor4_1 360
a21oi_1 120
-- kinds of logic (layout without fill, tap and decap cells) --
logic type / Yosys count / after routing / share of synthesized area
buf+inv: 84 / 120 / 0.0602
simple gates: 264 / 264 / 0.159
mux: 135 / 135 / 0.196
compound gates: 148 / 148 / 0.127
flops: 160 / 160 / 0.458
-- layout make-up --
| cell class | count | area [µm²] |
|---|---|---|
| fillers | 1589 | 9410 |
| well taps | 229 | 287 |
| multi-input cells | 547 | 3540 |
| clock buffers | 25 | 539 |
| clock inverters | 7 | 40.0 |
| flip-flops and latches | 160 | 3360 |
| repair buffers | 84 | 771 |
| inverters | 4 | 15.0 |
-- cell usage after synthesis (9+ instances only) --
master	instances	area share
buf_6	9	0.014
mux2i_1	120	0.16
clkbuf_1	48	0.025
o22ai_1	57	0.049
nand2_1	52	0.027
o21ai_0	9	0.0061
buf_2	13	0.0089
dfxtp_1	144	0.39
mux2_2	9	0.014
nor2_1	160	0.082
nor4_1	16	0.014
edfxtp_1	16	0.065
a21oi_1	47	0.032
-- power by group --
| part | internal [W] | switching [W] |
|---|---|---|
| registers | 0.00136 | 0.0000157 |
| clock network | 0.000765 | 0.000523 |
| logic | 0.000110 | 0.000162 |
-- per-layer routing --
metal	GRT usage	vias up
met2	0.383	284
li1	-	2852
met3	0.0593	47
met1	0.360	2974
met5	0	-
met4	0.0556	0
-- flip-flops by register name, indices dropped and copies added, names as in the netlist --
| register | flops |
|---|---|
| rd1_data | 16 |
| mem | 128 |
| rd0_data | 16 |
-- path summary, 6_finish.rpt --
kind / depth (start not counted) / from / endpoint
setup / recovery: 7 / wr_addr[1] / rd1_data[10]
hold / removal: 2 / mem[0][12] / mem[0][12]
setup reg to reg: 4 / mem[6][10] / rd0_data[10]
hold reg to reg: 2 / mem[0][12] / mem[0][12]
-- per-stage QoR --
step	hold slack, ps	setup WS, ps	total power (W)	cells	util
final	482	1640	0.00294	1056	0.476
after global routing	506	1530	0.00302	1056	0.476
after CTS	480	1730	0.00295	1056	0.476
after detailed placement	472	1320	0.00167	1024	0.444
after global placement	462	1330	0.00167	1024	0.444
after floorplan	450	2380	0.00157	791	-
Power figures rest on the tool's default switching activity, not on a simulated workload.
