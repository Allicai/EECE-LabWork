`design/flow/run.sh`:
```
#!/bin/bash
# OpenROAD 26Q1-2900-gdf79404cd8, Yosys 0.63+post, stock flow scripts
make -C /OpenROAD-flow-scripts/flow DESIGN_CONFIG=/design/flow/config.mk WORK_HOME=/design/flow/orfs finish
```
`design/flow/config.mk`:
```
export PLATFORM = sky130hd
export DESIGN_NAME = alu
export DESIGN_NICKNAME = alu
export VERILOG_FILES = /design/flow/design.v
export SDC_FILE = /design/flow/constraint.sdc
export NUM_CORES = 4
export LEC_CHECK = 1
export CORE_UTILIZATION = 50
```
`design/flow/constraint.sdc`:
```
current_design alu

set clk_period 11.9
set clk_io_pct 0.2

create_clock -name clk0 -period $clk_period

set non_clock_inputs [all_inputs -no_clocks]
set_input_delay [expr $clk_period * $clk_io_pct] -clock clk0 $non_clock_inputs
set_output_delay [expr $clk_period * $clk_io_pct] -clock clk0 [all_outputs]
```
`design/flow/design.v`:
```
`timescale 1ns / 1ps
module alu (
    input logic signed [15:0] a,
    input logic signed [15:0] b,
    input logic [3:0] s,
    output logic [15:0] f,
    output logic take_branch,
    output logic ovf
);
always @(*) begin
    case(s)
        4'b0000: begin
            f = a + b;
            ovf = (b[15] == a[15] && f[15] != b[15]);
            take_branch = 0;
        end
        4'b0001: begin
            f = ~b;
            ovf = 0;
            take_branch = 0;
        end
        4'b0010: begin
            f = a & b;
            ovf = 0;
            take_branch = 0;
        end
        4'b0011: begin
            f = a | b;
            ovf = 0;
            take_branch = 0;
        end
        4'b0100: begin
            f = a >>> b;
            ovf = 0;
            take_branch = 0;
        end
        4'b0101: begin
            f = a << b;
            ovf = 0;
            take_branch = 0;
        end
        4'b0110: begin
            f = 0;
            ovf = 0;
            take_branch = (a == 0);
        end
        4'b0111: begin
            f = 0;
            ovf = 0;
            take_branch = (a != 0);
        end
        4'b1000: begin
            f = a ^ b;
            ovf = 0;
            take_branch = 0;
        end
        default: begin
            f = 0;
            ovf = 0;
            take_branch = 0;
        end
    endcase
end
endmodule
```
==> impl_metrics.json <==
{
  "crit_path_end_kind": "output port",
  "yosys-stat-area_um2": 3480,
  "wirelength_mm": 13.8,
  "first_pass_iters": 5,
  "synth.avg_cell_area_um2": 6.96,
  "grt_pass1_vias": 3749,
  "dp.cells": 608,
  "portBuffers": 54,
  "core.rowCount": 30,
  "ys_cells": 500,
  "holdCritPathClass": "input port to output port",
  "start_kind": "input port",
  "critPathLaunch": "b[3]",
  "wire_per_inst_um": 22.7,
  "finalClockPeriodUsage_pct": 68.4,
  "n_fill_cell": 634,
  "clock_buffers": 0,
  "cp_data_required_time_ps": 9520,
  "die_w_um": 85.5,
  "synth_area_um2": 3480,
  "flop_area_um2": 0,
  "warnings": 49,
  "worst_pin_slew_ps": 859,
  "yosys_warnings": 1,
  "crit_end": "ovf",
  "setup_viol_count_final": 0,
  "rsz0062_at_grt": "no",
  "critPathKind": "input port to output port",
  "finalHoldViolations": 0,
  "drive_gt1_share_pct": 7.95,
  "vdd_ir_drop_max_v": 0.0000271,
  "grt_max_degree": 42,
  "ff_count": 0,
  "relSlewSlack_pct": 42.2,
  "cts_resized": 0,
  "postCtsSetupRepairBufs": 0,
  "path_max_fanout": 15,
  "grt_use_total_pct": 39.0,
  "utilization_pct": 59.6,
  "n_antenna_cell": 0,
  "drtAntennaViolNets": 0,
  "fmax_mhz": 123,
  "wl_met1_mm": 5.93,
  "synth_cells": 500,
  "grt_antenna_before_repair": 0,
  "coreArea_um2": 6760,
  "routed-wl-met3_mm": 1.55,
  "maxUsedRoutingLayer": "met4",
  "min_period_ps": 8140,
  "critical_path_arrival_ps": 5760,
  "grt_pass1_wl_mm": 21.4,
  "leakage_nw": 1.61,
  "via_per_inst": 6.97,
  "p_per_area_nw_per_um2": 38.4,
  "area_growth_pct": 15.7,
  "drc": 0,
  "first_iter_violations": 509,
  "ios": 54,
  "drv_slew": 0,
  "grt_overflow": 0,
  "setup-tns-final_ps": 0,
  "num_vias": 4239,
  "ctsHoldBuffers": 0,
  "logic_area_um2": 3170,
  "ys_seq_share_pct": 0,
  "die-area_um2": 7300,
  "maxCapViolCount": 0,
  "floorplan.core_util_pct": 51.5,
  "dp_hpwl_mm": 10.5,
  "gp_congestion": 1.02,
  "fp.dieH_um": 85.5,
  "route.met2.wl_mm": 5.90,
  "stdcell_count": 608,
  "status": "finished clean",
  "ys_types": 65
}
==> worst min path at each step <==
stage     end   from  slack [ps]  cells past startpoint
4_1_cts   ovf  b[15]        5950                      4
5_1_grt   ovf  b[15]        5990                      4
6_report  ovf  b[15]        5950                      4
==> final cells by class <==
class	instances	area share (%)
multi-input combinational	422	78.7
tap	80	2.48
timing repair buffer	63	14.8
inverter	43	4.00
==> worst max-delay path, cell delays in order <==
cell and delay (ps):
clkdlybuf4s50_1 840, inv_1 300, ha_1 420, a21o_1 210, a211oi_1 290, a211o_1 240, a41oi_1 160, o21ai_0 160
nor4b_1 240, clkdlybuf4s50_1 510
==> cells in the final DEF, fill, tap and decap left out, types with 4 or more instances in the layout <==
cell and instances:
o2111ai_1 4, a22oi_1 9, ha_1 32, nor4_1 8, mux4_2 17, buf_4 9, a22o_1 4, mux2_2 4
a211o_1 4, inv_1 41, clkdlybuf4s50_1 52, o211ai_1 7, or3_1 4, nand2b_1 4, nor2b_1 9, a21o_1 5
a211oi_1 12, a21oi_1 41, mux2i_1 31, o22ai_1 5, xor2_1 4, o21a_1 8, nand2_1 36, and3_1 4
nor3_1 19, xnor2_1 6, nor2_1 44, nand3_1 10, a31oi_1 7, o21ai_0 30
==> cell usage after synthesis, drive strengths merged, types with 5 or more instances <==
cell type / instances / area (µm²)
xnor2: 6 / 52.6
nand3: 10 / 50.1
mux2i: 31 / 310
nor2b: 9 / 56.3
nor4: 8 / 50.1
buf: 15 / 75.1
mux4: 17 / 383
clkbuf: 20 / 75.1
a211oi: 12 / 90.1
nor3: 21 / 121
inv: 41 / 154
o21ai: 32 / 160
nor2: 45 / 171
or3: 5 / 36.3
a21o: 5 / 37.5
o22ai: 5 / 31.3
o211ai: 7 / 52.6
a31oi: 7 / 43.8
a22oi: 9 / 67.6
nand2: 36 / 135
o21a: 8 / 60.1
a21oi: 41 / 205
ha: 32 / 400
==> metrics by stage <==
step	cell area (µm²)	hold WS (ps)	setup WS, ps	power (mW)
2_1_floorplan	3480	4920	4980	0.0947
3_3_place_gp	4030	5930	3840	0.150
3_5_place_dp	4030	5940	3820	0.150
4_1_cts	4030	5950	3830	0.151
5_1_grt	4030	5990	3500	0.167
6_report	4030	5950	3760	0.155
==> cells by family after synthesis <==
logic type                 share of synthesized area [%]
AOI/OAI and AO/OA                                   32.5
xor gates and xnor gates                            2.52
adders and majority gates                           12.1
buffers and inverters                               8.95
muxes                                               21.2
and+or+nand+nor                                     22.7
==> metal layers <==
metal	up-vias	GRT usage (%)
li1	1954	-
met1	1950	61.0
met2	295	56.3
met3	40	7.11
met4	0	9.70
met5	-	0
==> power breakdown <==
part           internal [mW]  switching [mW]
Clock                      0               0
Sequential                 0               0
Combinational         0.0679          0.0867
Total                 0.0679          0.0867
Power figures rest on the tool's default switching activity, not on a simulated workload.
